==> flow/design.v <==
module TDI_Generator (to_TDI, scan_pattern,  load, enable_bypass_pattern, TCK);
parameter 	BSC_SIZE = 14;
input 	[BSC_SIZE -1: 0] scan_pattern;
input	load, enable_bypass_pattern, TCK;
output	to_TDI;
reg		[BSC_SIZE -1: 0]	TDI_Reg;
wire	enable_TDO = tb_Full_Adder_with_JTAG.FA0.enable_TDO;
assign 	to_TDI = TDI_Reg [0];
always @ (posedge TCK) begin 
	if (load) TDI_Reg <= scan_pattern;
	else if (enable_TDO || enable_bypass_pattern) TDI_Reg <= (TDI_Reg >> 1);
end
endmodule
==> flow/run.sh <==
#!/bin/bash
# OpenROAD 26Q1-2900-gdf79404cd8, Yosys 0.63+post, stock flow scripts
make -C /OpenROAD-flow-scripts/flow DESIGN_CONFIG=/design/flow/config.mk WORK_HOME=/design/flow/orfs finish
==> flow/config.mk <==
export PLATFORM = sky130hd
export DESIGN_NAME = TDI_Generator
export DESIGN_NICKNAME = TDI_Generator
export VERILOG_FILES = /design/flow/design.v
export SDC_FILE = /design/flow/constraint.sdc
export NUM_CORES = 4
export LEC_CHECK = 1
export CORE_AREA = 10 10 70 70
export DIE_AREA = 0 0 80 80
==> flow/constraint.sdc <==
current_design TDI_Generator

set clk_period 1.0
set clk_io_pct 0.2

create_clock -name clk0 -period $clk_period [get_ports {TCK}]

set non_clock_inputs [all_inputs -no_clocks]
set_input_delay [expr $clk_period * $clk_io_pct] -clock clk0 $non_clock_inputs
set_output_delay [expr $clk_period * $clk_io_pct] -clock clk0 [all_outputs]
==> run notes <==
The layout was made with Yosys and OpenROAD.

The worst setup path is launched from a primary input. The worst path meets setup with 0.0877 ns of slack. The total power density per cell area is 1580 nW/µm². The detailed router reported a total wirelength of 951 µm.

The maximum number of buffers from clock root to sink is 2. The share of the clock period used by the worst path is 0.912. The clock insertion delay at the later pin of the skew report is 0.27 ns. The number of flip-flops under the largest register name is 14. TritonRoute output was used to compute an average wire per cell of 9.91 µm. The power report puts the net switching power at 207 µW. The report lists the number of standard-cell rows as 21. The critical path endpoint has a required time of 1.16 ns. Measured against its own limit, the worst slew margin works out to 0.903. The first global-routing pass estimated 1610 µm of wire. The data arrival time of the worst path is 1.07 ns. Relative to the synthesized area, the layout overhead comes to 65.2%. The critical path goes through dlygate4sd2_1 -> bufbuf_16 -> mux2_2. The fraction of the core area occupied by cells at floorplan is 0.130.

Per the timing report, the achievable frequency comes out to 1.10 GHz. The layout summary lists the proportion of cells stronger than drive strength 1 as 0.440. On the final layout, the worst hold slack is ~0.46 ns.

The stage-log warning count is 26. Setup repair after global routing left no endpoint under its margin. The tally of yosys warning messages is 3. Per the hold report, the tightest min-delay path originates at TDI_Reg[9]. Entering global routing, the biggest net connects 9 pins. The clock net sink count is 14. The sequential fraction of design power is 0.538.

The number of global-route vias before repair is 335. The post-synth area from yosys stat is 445 µm². Of all nets on the critical path, the largest fanout is 7. The worst path needs roughly 0.9 ns of the cycle, external delays included.

The number of antenna violations at the first check in global routing came to 0. The endpoint of the worst-slack reg-to-reg timing path is TDI_Reg[10]. The count of TritonRoute iterations in the first routing pass is 2. Per the STA report, the cell with the highest stage delay on the worst path is mux2_2. The number of inserted filler cells in the final layout is 378. The area share of fa/ha/maj cells after synthesis is 0.

The clock network fraction of design power is 0.330. The via count normalized by instance count is 2.90. The worst slack at placement is -0.324 ns. Per the synth log, the flip-flop and latch total comes to 14. The flow ran to the end, and the final reports show no timing, DRC or antenna violations. In this run the tool buffered the top-level ports with 16 buffer cells. The hold violation count in the final report is 0. The CTS root buffer is clkbuf_4. Global routing finished with a remaining overflow of 0. After layout, the setup clock skew is reported as 0.000808 ns. The slew of the pin with the lowest slew margin is 0.146 ns. The placed instances occupy a cell area of 672 µm².

According to the floorplan report, the placeable core area is ~3400 µm². The length in cells of the worst reg-to-reg path is 1. Of the synthesized area, sequential elements account for 0.629. The switching fraction of total power is 0.178. From bottom edge to top edge, the die measures 80 µm. The internal portion of the total power is 955 µW. The longest incremental delay of any stage on the critical path is reported as 0.32 ns. For the completed layout, the total cell area is recorded as 736 µm². The register with the most flip-flops in the final layout is TDI_Reg. In the final report, the number of pins over their slew limit comes to 0.

Yosys shows that the main logic family after synthesis is multiplexers. The share of total power in combinational logic is 0.132. Detailed-route iteration 0 reported a violation count of 9. The average instance area after synthesis is around 15 µm². The number of instances in the synthesized netlist is 29. The worst hold path cell count is 1.

The detailed-route DRC error count is 0. Summing over every cut layer, the via total after detailed routing is 278. Per the post-CTS timing run, clock transition at the registers of the reported paths is about 0.080 ns. Per the synthesis report, the AND-OR/OR-AND share of the synthesized area is 0.

The type recorded for the worst min-delay path is flop to flop. The CTS tree is built. The registers reported with the highest flop counts are TDI_Reg (14).

The cell total in the yosys stat output is 29. For this design the static power due to leakage is 0.000287 µW. At the end of the flow the core is filled with cells to 0.215.

The area taken by sequential standard cells is reported as 282 µm². The number of buffers inserted during clock tree synthesis is 3. The origin of the critical flop-to-flop path is TDI_Reg[11].

The global routing report lists combined usage of all routing layers as 0.0329. The top cell types in the final layout, fill and taps aside, are clkdlybuf4s50_1 (14), dfxtp_1 (13), mux2_2 (13). CTS built an H-tree with a depth of 1. The final antenna diode tally reported by the flow is 0. Per the synthesis report, the simple-gate share of the synthesized area is 0.0169. The setup fix buffers added after clock tree synthesis is 0. The area share of xor/xnor cells in the synthesized design is 0.

The post-cts hold buffer count is 0. The setup path with the least slack is of type primary input to flop. Summing all multi-input logic gate instances after layout gives 154 µm².

Per the OpenROAD floorplan log, the area of the die is between 6000 and 7000 µm². The tally of nets with antenna violations remaining after routing is 0. Across the VDD grid, the largest voltage drop is just over 0.0005 V. In the hold report, the worst path ends at TDI_Reg[8]. The synthesized netlist contains 4 unique library cells. The final total negative setup slack is 0 ns. According to the floorplan report, the die width is 80 µm. Setup violations remaining at the end of the flow were counted as 0.

The I/O pin total is 18. The congestion estimate from routability-driven global placement came to between 0.6 and 0.7. Leaving out fill and tap cells, the most frequent cell in the layout is clkdlybuf4s50_1. The area of the mapped netlist is roughly 450 µm². The tool flagged a number of max-cap violations equal to 0. The slack of the worst reg-to-reg path is 0.34 ns. The type of destination of the critical path is a flop. Measured against the total synthesized area, the mux share comes to 0.329.
## metrics by stage
step	total power, µW	cells
after global routing	1230	96
after CTS	1190	96
final	1160	96
after floorplan	695	29
after global placement	779	91
after detailed placement	782	91
## metal layers
metal / track usage / wire, µm
met4: 0.00528 / 5
met3: 0.0284 / 124
met2: 0.0441 / 410
met5: 0 / 0
met1: 0.0395 / 411
## synth_stat cells (all sizes together)
master,n,area [µm²]
mux2,13,146
and2,1,7.51
buf,1,11.3
dfxtp,14,280
## timing repair
action                     CTS  global route
setup endpoints to repair   14             1
resized                      3             2
cloned                       1             0
## worst max path at each step
stage | end | depth (start not counted) | slack, ns | startpoint
after CTS | to_TDI | 1 | 0.03 | TDI_Reg[0]
after global routing | to_TDI | 1 | 0.08 | TDI_Reg[0]
final | TDI_Reg[2] | 3 | 0.09 | load
## cells by family after synthesis
| kind of cell | Yosys count |
|---|---|
| DFF | 14 |
| and+or+nand+nor | 1 |
| muxes | 13 |
| buffers and inverters | 1 |
## layout make-up
class                   count  area share
multi-input cells          14       0.209
well taps                  46      0.0782
repair buffers             18       0.281
flip-flops and latches     14       0.383
clock buffers               4      0.0493
## power by group through the flow
| stage | Combinational [µW] | Sequential [µW] | Clock (µW) |
|---|---|---|---|
| final | 153 | 624 | 384 |
| after global routing | 168 | 631 | 427 |
| after CTS | 159 | 624 | 402 |
## critical path, delay by kind of cell
| kind | cells | cell delay [ns] |
|---|---|---|
| buf+inv | 2 | 0.56 |
| mux | 1 | 0.32 |
No activity file was given, so power comes from the tool's default toggle rates.
